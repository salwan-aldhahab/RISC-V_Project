===== design/flow/design.v =====
package constants_pkg;
typedef enum logic [1:0] {
    ADD = 2'b00,
    SUB = 2'b01,
    AND = 2'b10,
    OR =  2'b11
} aluSel_e  ;
endpackage
module hazard_unit (
    input  logic [4:0] d_rs1,
    input  logic [4:0] d_rs2,
    input  logic [4:0] e_rs1,
    input  logic [4:0] e_rs2,
    input  logic [4:0] e_rd,
    input  logic       e_memren,
    input  logic [4:0] m_rd,
    input  logic       m_regwren,
    input  logic [4:0] w_rd,
    input  logic       w_regwren,
    input  logic       e_br_taken,
    input  logic [6:0] e_opcode,
    output logic       stall_if,
    output logic       ifid_wren,
    output logic       ifid_flush,
    output logic       idex_flush,
    output logic [1:0] rs1_sel,
    output logic [1:0] rs2_sel,
    output logic       wm_fwd_sel
);
    logic load_use_hazard;
    assign load_use_hazard =
        e_memren &&
        (e_rd != 5'd0) &&
        ((e_rd == d_rs1) || (e_rd == d_rs2));
    logic wd_hazard;
    assign wd_hazard =
        w_regwren &&
        (w_rd != 5'd0) &&
        ((w_rd == d_rs1) || (w_rd == d_rs2));
    logic stall_hazard;
    assign stall_hazard = load_use_hazard | wd_hazard;
    logic is_jump;
    assign is_jump =
        (e_opcode == 7'b1101111) ||    
        (e_opcode == 7'b1100111);      
    logic control_flow_change;
    assign control_flow_change = e_br_taken | is_jump;
    assign stall_if   = stall_hazard;
    assign ifid_wren  = ~stall_hazard;
    assign ifid_flush = control_flow_change & ~stall_hazard;
    assign idex_flush = control_flow_change | stall_hazard;
    always_comb begin
        rs1_sel = 2'b00;
        rs2_sel = 2'b00;
        if (m_regwren && (m_rd != 0) && (m_rd == e_rs1))
            rs1_sel = 2'b01;
        else if (w_regwren && (w_rd != 0) && (w_rd == e_rs1))
            rs1_sel = 2'b10;
        if (m_regwren && (m_rd != 0) && (m_rd == e_rs2))
            rs2_sel = 2'b01;
        else if (w_regwren && (w_rd != 0) && (w_rd == e_rs2))
            rs2_sel = 2'b10;
    end
    assign wm_fwd_sel = 1'b0;
endmodule : hazard_unit

===== design/flow/run.sh =====
#!/bin/bash
# OpenROAD 26Q1-2900-gdf79404cd8, Yosys 0.63+post, stock flow scripts
make -C /OpenROAD-flow-scripts/flow DESIGN_CONFIG=/design/flow/config.mk WORK_HOME=/design/flow/orfs finish

===== design/flow/config.mk =====
export PLATFORM = sky130hd
export DESIGN_NAME = hazard_unit
export DESIGN_NICKNAME = hazard_unit
export VERILOG_FILES = /design/flow/design.v
export SDC_FILE = /design/flow/constraint.sdc
export NUM_CORES = 4
export LEC_CHECK = 1
export CORE_AREA = 10 10 74 74
export DIE_AREA = 0 0 84 84

===== design/flow/constraint.sdc =====
current_design hazard_unit

set clk_period 2.4
set clk_io_pct 0.2

create_clock -name clk0 -period $clk_period

set non_clock_inputs [all_inputs -no_clocks]
set_input_delay [expr $clk_period * $clk_io_pct] -clock clk0 $non_clock_inputs
set_output_delay [expr $clk_period * $clk_io_pct] -clock clk0 [all_outputs]

==> results.txt <==
Notes from the flow run.

Power and ir drop:
- The run gives the areal power density over the cells as 156.8 nW/µm².
- The run gives the worst supply voltage drop on vdd as 67.03 µV.
- The run puts the internal power at 128.7 µW.
- The run gives the fraction of power consumed by sequential logic as 0.
- The run puts the part of the total power dissipated in combinational logic at 1.000.
- Of the total power, the clock network draws 0.
- Switching power as a fraction of the total was reported as 0.4093.
- The run puts the reported net switching power at 89.17 µW.
- Per the OpenROAD power report, leakage power amounts to 0.0006275 µW.

Route:
- For this block, the routed nets add up to 2511 µm of wire.
- For this run, the detailed router reports a per-instance via density of 3.789.
- The run gives the tally of nets with antenna violations remaining after routing as 0.
- Detailed routing inserted a total of 773 vias.
- The run puts the number of design-rule violations left by the first detailed-router iteration at 13.
- The run gives the number of DRC violations after detailed routing as 0.
- The run gives the routed wire length per instance as 12.31 µm.
- The run puts the first-pass iteration count of the detailed router at 2.
- The run gives the antenna diode count as 0.

STA:
- The run gives the summed negative setup slack over all endpoints as 0 ps.
- The run gives the worst setup margin as 48.10 ps.
- The run puts the count of final hold-check violations at 0.
- The run puts the final clock period utilization by the worst path at 0.9800.
- Setup repair after global routing left no endpoint under its margin.
- The run puts the timing-limited maximum frequency at 425.2 MHz.
- For the finished layout, the period the worst path requires is 2352 ps.
- The run gives the max-slew violation count as 0.
- The run gives the total setup violations reported at the end of the flow as 0.

Floorplan:
- The run gives the number of top-level pins as 55.
- The run puts the pre-placement core utilization at 0.1566.
- Measured along the x axis, the die boundary spans 84 µm.
- According to the floorplan report, the placeable core area is 3971 µm².
- The run gives the die height as 84 µm.
- The run puts the standard-cell row count at 23.
- The run gives the die outline area as 7056 µm².

Placement:
- Note, the detailed placer reported a final HPWL of 2324 µm.
- During placement, the flow inserted port buffers numbering 53.
- The final weighted congestion recorded by global placement is 0.8462.
- The post-placement cell area is 1364 µm².
- The run gives the worst slack after detailed placement as -588.1 ps.

Synth:
- The synth_stat.txt file lists the number of cells as 77.
- The run puts the total standard cell area after synthesis at 621.8 µm².
- After technology mapping, the gate count stands at 77.
- The run gives the count of yosys warnings during synthesis as 1.
- The run puts the mean area per synthesized cell at 8.076 µm².
- The run puts the register share after synthesis at 0.
- After synthesis, the chip area reported by Yosys is 621.8 µm².
- The run gives the tally of unique sky130hd cells used after synthesis as 22.

Run:
- Per the run summary, max-cap violations total 0.
- The run puts the tally of OpenROAD warnings at 33.

Global routing:
- The run puts the first-pass GRT wire length at 4002 µm.
- The number of antenna violations at the first check in global routing came to 0.
- The run puts the overall track demand over capacity in global routing at 0.06632.
- The run gives the pin count of the biggest net entering global routing as 5.
- The run gives the global route total overflow as 0.
- The run gives the number of global-route vias before repair as 833.

Setup path:
- For the worst setup path, the data arrival time is 1870 ps.
- The run gives the top fanout value on the critical path as 2.
- The run gives the type of the setup path with the least slack as input port to output pin.
- STA classifies the critical path endpoint as an output pin.
- The worst setup path is launched from an input port.
- The run puts the worst path required time at 1920 ps.

Hold path:
- The min-delay analysis places its worst path in the category input port to output pin.
- The run puts the instance count along the most critical hold path at 5.

Finish:
- The run puts the area growth from synthesis to final layout at 123.3%.
- The design has 0 sequential cells.
- After layout, the clock buffer instance count stands at 0.
- The run gives the area taken by flip-flops and latches as 0 µm².
- The run gives the cell area after layout as 1389 µm².
- The layout summary lists the proportion of cells stronger than drive strength 1 as 0.4091.
- The run gives the dominant logic cell type in the layout as xor2_1.
- Per the cell usage report, the commonest logic cells after layout are 34 x xor2_1, 27 x buf_4, 21 x dlygate4sd2_1.

Outcome:
- The run finished with clean final reports.
[worst max-delay path, cell delays in order]
cell and delay (ps):
dlygate4sd2_1 240, o21ai_4 70, buf_4 130, or4_4 540, nor4_4 280, buf_2 130
[path summary, 6_finish.rpt]
kind	start	to
worst max-delay path	w_regwren	rs1_sel[1]
worst min-delay path	w_rd[4]	rs2_sel[1]
[metrics by stage]
| step | total power, µW | cells | hold WS (ps) | utilization |
|---|---|---|---|---|
| final | 217.8 | 204 | 1475 | 0.3497 |
| after global routing | 237.2 | 204 | 1515 | 0.3497 |
| after floorplan | 80.29 | 77 | 1033 | - |
| after CTS | 215.8 | 204 | 1505 | 0.3466 |
| after global placement | 218.8 | 199 | 1961 | 0.3434 |
| after detailed placement | 219.7 | 199 | 1955 | 0.3434 |
[cells by family after synthesis]
logic type / count (synthesis) / share of synthesized area
xor gates and xnor gates: 40 / 0.5634
and+or+nand+nor: 22 / 0.2515
AOI/OAI and AO/OA: 7 / 0.1107
buffers and inverters: 7 / 0.06841
other: 1 / 0.006030
[synthesized netlist by cell type]
master	n	share of area
a22oi_1	2	0.024
conb_1	1	0.0060
inv_2	1	0.0060
or4_1	4	0.048
buf_6	1	0.018
o22a_4	1	0.028
nor4_2	4	0.080
nor2_1	4	0.024
and4b_1	1	0.016
o21ai_0	1	0.0080
a31oi_1	1	0.010
nor3_1	4	0.032
nand2_1	1	0.0060
xnor2_1	6	0.085
buf_4	1	0.012
or4_4	1	0.018
o21ai_4	1	0.026
buf_2	4	0.032
nor2_2	1	0.010
nand3_1	2	0.016
xor2_1	34	0.48
o21ai_2	1	0.014
[metal layers]
metal  track usage  vias to the layer above  part of all wire
met3       0.02461                        0             0.082
met5             0                        -                 0
met4             0                        0                 0
met2        0.1080                       31              0.47
met1       0.08607                      326              0.45
li1              -                      416                 -
[timing repair]
item / CTS / global route
hold buffers: 0 / 0
pin swaps: 17 / 11
endpoints found under the hold margin: 0 / 0
buffers inserted: 6 / 0
gates resized: 94 / 9
endpoints found under the setup margin: 8 / 7
[power groups by stage]
stage         sequential, µW  combinational, µW  clock (µW)
finish                     0                218           0
global route               0                237           0
CTS                        0                216           0
[final cells by class]
class | count | area [µm²]
timing repair buffer | 83 | 678.2
fill | 409 | 2582
multi-input combinational | 70 | 644.4
tap | 50 | 62.56
inverter | 1 | 3.754
Power and IR drop assume default switching activity.
