`/design/flow/run.sh`:
```
#!/bin/bash
# OpenROAD 26Q1-2900-gdf79404cd8, Yosys 0.63+post, stock flow scripts
make -C /OpenROAD-flow-scripts/flow DESIGN_CONFIG=/design/flow/config.mk WORK_HOME=/design/flow/orfs finish
```
`/design/flow/config.mk`:
```
export PLATFORM = sky130hd
export DESIGN_NAME = pipeline_registers
export DESIGN_NICKNAME = pipeline_registers
export VERILOG_FILES = /design/flow/design.v
export SDC_FILE = /design/flow/constraint.sdc
export NUM_CORES = 4
export LEC_CHECK = 1
export CORE_AREA = 10 10 409 409
export DIE_AREA = 0 0 419 419
```
`/design/flow/constraint.sdc`:
```
current_design pipeline_registers

set clk_period 4.8
set clk_io_pct 0.2

create_clock -name clk0 -period $clk_period [get_ports {clk}]

set non_clock_inputs [all_inputs -no_clocks]
set_input_delay [expr $clk_period * $clk_io_pct] -clock clk0 $non_clock_inputs
set_output_delay [expr $clk_period * $clk_io_pct] -clock clk0 [all_outputs]
```
`/design/flow/design.v`:
```
package constants_pkg;
typedef enum logic [1:0] {
    ADD = 2'b00,
    SUB = 2'b01,
    AND = 2'b10,
    OR =  2'b11
} aluSel_e  ;
endpackage
module pipeline_registers #(
    parameter int AWIDTH = 32,
    parameter int DWIDTH = 32
)(
    input  logic clk,
    input  logic reset,
    input  logic               ifid_wren,           
    input  logic               ifid_flush,          
    input  logic [AWIDTH-1:0]  f_pc,                
    input  logic [DWIDTH-1:0]  f_insn,              
    output logic [AWIDTH-1:0]  d_pc,                
    output logic [DWIDTH-1:0]  d_insn,              
    input  logic               idex_wren,           
    input  logic               idex_flush,          
    input  logic [AWIDTH-1:0]  d_pc_i,              
    input  logic [DWIDTH-1:0]  d_rs1data,           
    input  logic [DWIDTH-1:0]  d_rs2data,           
    input  logic [DWIDTH-1:0]  d_imm,               
    input  logic [4:0]         d_rs1,               
    input  logic [4:0]         d_rs2,               
    input  logic [4:0]         d_rd,                
    input  logic [2:0]         d_funct3,            
    input  logic [6:0]         d_funct7,            
    input  logic [6:0]         d_opcode,            
    input  logic               d_regwren,           
    input  logic               d_memren,            
    input  logic               d_memwren,           
    input  logic [1:0]         d_wbsel,             
    input  logic [3:0]         d_alusel,            
    input  logic               d_pcsel,             
    output logic [AWIDTH-1:0]  e_pc,                
    output logic [DWIDTH-1:0]  e_rs1data,           
    output logic [DWIDTH-1:0]  e_rs2data,           
    output logic [DWIDTH-1:0]  e_imm,               
    output logic [4:0]         e_rs1,               
    output logic [4:0]         e_rs2,               
    output logic [4:0]         e_rd,                
    output logic [2:0]         e_funct3,            
    output logic [6:0]         e_funct7,            
    output logic [6:0]         e_opcode,            
    output logic               e_regwren,           
    output logic               e_memren,            
    output logic               e_memwren,           
    output logic [1:0]         e_wbsel,             
    output logic [3:0]         e_alusel,            
    output logic               e_pcsel,             
    input  logic               exmem_wren,          
    input  logic [AWIDTH-1:0]  e_pc_i,              
    input  logic [DWIDTH-1:0]  e_alu_res,           
    input  logic [DWIDTH-1:0]  e_rs2data_i,         
    input  logic [4:0]         e_rs2_i,             
    input  logic [4:0]         e_rd_i,              
    input  logic [2:0]         e_funct3_i,          
    input  logic               e_regwren_i,         
    input  logic               e_memren_i,          
    input  logic               e_memwren_i,         
    input  logic [1:0]         e_wbsel_i,           
    input  logic               e_br_taken,          
    output logic [AWIDTH-1:0]  m_pc,                
    output logic [DWIDTH-1:0]  m_alu_res,           
    output logic [DWIDTH-1:0]  m_rs2data,           
    output logic [4:0]         m_rs2,               
    output logic [4:0]         m_rd,                
    output logic [2:0]         m_funct3,            
    output logic               m_regwren,           
    output logic               m_memren,            
    output logic               m_memwren,           
    output logic [1:0]         m_wbsel,             
    output logic               m_br_taken,          
    input  logic               memwb_wren,          
    input  logic [AWIDTH-1:0]  m_pc_i,              
    input  logic [DWIDTH-1:0]  m_alu_res_i,         
    input  logic [DWIDTH-1:0]  m_mem_data,          
    input  logic [4:0]         m_rd_i,              
    input  logic               m_regwren_i,         
    input  logic [1:0]         m_wbsel_i,           
    input  logic               m_br_taken_i,        
    output logic [AWIDTH-1:0]  w_pc,                
    output logic [DWIDTH-1:0]  w_alu_res,           
    output logic [DWIDTH-1:0]  w_mem_data,          
    output logic [4:0]         w_rd,                
    output logic               w_regwren,           
    output logic [1:0]         w_wbsel,             
    output logic               w_br_taken           
);
    logic [AWIDTH-1:0] ifid_pc_reg;                 
    logic [DWIDTH-1:0] ifid_insn_reg;               
    always_ff @(posedge clk) begin
        if (reset) begin
            ifid_pc_reg   <= '0;
            ifid_insn_reg <= 32'h00000000;
        end else if (ifid_flush) begin
            ifid_pc_reg   <= d_pc_i;
            ifid_insn_reg <= 32'h00000013;   
        end else if (ifid_wren) begin
            ifid_pc_reg   <= f_pc;
            ifid_insn_reg <= f_insn;
        end
    end
    assign d_pc   = ifid_pc_reg;
    assign d_insn = ifid_insn_reg;
    logic [AWIDTH-1:0] idex_pc_reg;                 
    logic [DWIDTH-1:0] idex_rs1data_reg;            
    logic [DWIDTH-1:0] idex_rs2data_reg;            
    logic [DWIDTH-1:0] idex_imm_reg;                
    logic [4:0]        idex_rs1_reg;                
    logic [4:0]        idex_rs2_reg;                
    logic [4:0]        idex_rd_reg;                 
    logic [2:0]        idex_funct3_reg;             
    logic [6:0]        idex_funct7_reg;             
    logic [6:0]        idex_opcode_reg;             
    logic              idex_regwren_reg;            
    logic              idex_memren_reg;             
    logic              idex_memwren_reg;            
    logic [1:0]        idex_wbsel_reg;              
    logic [3:0]        idex_alusel_reg;             
    logic              idex_pcsel_reg;              
    always_ff @(posedge clk) begin
        if (reset) begin
            idex_pc_reg       <= '0;
            idex_rs1data_reg  <= '0;
            idex_rs2data_reg  <= '0;
            idex_imm_reg      <= '0;
            idex_rs1_reg      <= '0;
            idex_rs2_reg      <= '0;
            idex_rd_reg       <= '0;
            idex_funct3_reg   <= '0;
            idex_funct7_reg   <= '0;
            idex_opcode_reg   <= '0;
            idex_regwren_reg  <= 1'b0;
            idex_memren_reg   <= 1'b0;
            idex_memwren_reg  <= 1'b0;
            idex_wbsel_reg    <= 2'b00;
            idex_alusel_reg   <= 4'b0000;
            idex_pcsel_reg    <= 1'b0;
        end else if (idex_flush) begin
            idex_pc_reg       <= d_pc_i;
            idex_rs1data_reg  <= '0;
            idex_rs2data_reg  <= '0;
            idex_imm_reg      <= '0;
            idex_rs1_reg      <= '0;
            idex_rs2_reg      <= '0;
            idex_rd_reg       <= '0;
            idex_funct3_reg   <= '0;
            idex_funct7_reg   <= '0;
            idex_opcode_reg   <= '0;
            idex_regwren_reg  <= d_regwren;
            idex_memren_reg   <= 1'b0;
            idex_memwren_reg  <= 1'b0;
            idex_wbsel_reg    <= 2'b00;
            idex_alusel_reg   <= 4'b0000;
            idex_pcsel_reg    <= 1'b0;
        end else if (idex_wren) begin
            idex_pc_reg       <= d_pc_i;
            idex_rs1data_reg  <= d_rs1data;
            idex_rs2data_reg  <= d_rs2data;
            idex_imm_reg      <= d_imm;
            idex_rs1_reg      <= d_rs1;
            idex_rs2_reg      <= d_rs2;
            idex_rd_reg       <= d_rd;
            idex_funct3_reg   <= d_funct3;
            idex_funct7_reg   <= d_funct7;
            idex_opcode_reg   <= d_opcode;
            idex_regwren_reg  <= d_regwren;
            idex_memren_reg   <= d_memren;
            idex_memwren_reg  <= d_memwren;
            idex_wbsel_reg    <= d_wbsel;
            idex_alusel_reg   <= d_alusel;
            idex_pcsel_reg    <= d_pcsel;
        end
    end
    assign e_pc       = idex_pc_reg;
    assign e_rs1data  = idex_rs1data_reg;
    assign e_rs2data  = idex_rs2data_reg;
    assign e_imm      = idex_imm_reg;
    assign e_rs1      = idex_rs1_reg;
    assign e_rs2      = idex_rs2_reg;
    assign e_rd       = idex_rd_reg;
    assign e_funct3   = idex_funct3_reg;
    assign e_funct7   = idex_funct7_reg;
    assign e_opcode   = idex_opcode_reg;
    assign e_regwren  = idex_regwren_reg;
    assign e_memren   = idex_memren_reg;
    assign e_memwren  = idex_memwren_reg;
    assign e_wbsel    = idex_wbsel_reg;
    assign e_alusel   = idex_alusel_reg;
    assign e_pcsel    = idex_pcsel_reg;
    logic [AWIDTH-1:0] exmem_pc_reg;                
    logic [DWIDTH-1:0] exmem_alu_res_reg;           
    logic [DWIDTH-1:0] exmem_rs2data_reg;           
    logic [4:0]        exmem_rs2_reg;               
    logic [4:0]        exmem_rd_reg;                
    logic [2:0]        exmem_funct3_reg;            
    logic              exmem_regwren_reg;           
    logic              exmem_memren_reg;            
    logic              exmem_memwren_reg;           
    logic [1:0]        exmem_wbsel_reg;             
    logic              exmem_br_taken_reg;          
    always_ff @(posedge clk) begin
        if (reset) begin
            exmem_pc_reg       <= '0;
            exmem_alu_res_reg  <= '0;
            exmem_rs2data_reg  <= '0;
            exmem_rs2_reg      <= '0;
            exmem_rd_reg       <= '0;
            exmem_funct3_reg   <= '0;
            exmem_regwren_reg  <= 1'b0;
            exmem_memren_reg   <= 1'b0;
            exmem_memwren_reg  <= 1'b0;
            exmem_wbsel_reg    <= 2'b00;
            exmem_br_taken_reg <= 1'b0;
        end else if (exmem_wren) begin
            exmem_pc_reg       <= e_pc_i;
            exmem_alu_res_reg  <= e_alu_res;
            exmem_rs2data_reg  <= e_rs2data_i;
            exmem_rs2_reg      <= e_rs2_i;
            exmem_rd_reg       <= e_rd_i;
            exmem_funct3_reg   <= e_funct3_i;
            exmem_regwren_reg  <= e_regwren_i;
            exmem_memren_reg   <= e_memren_i;
            exmem_memwren_reg  <= e_memwren_i;
            exmem_wbsel_reg    <= e_wbsel_i;
            exmem_br_taken_reg <= e_br_taken;
        end
    end
    assign m_pc       = exmem_pc_reg;
    assign m_alu_res  = exmem_alu_res_reg;
    assign m_rs2data  = exmem_rs2data_reg;
    assign m_rs2      = exmem_rs2_reg;
    assign m_rd       = exmem_rd_reg;
    assign m_funct3   = exmem_funct3_reg;
    assign m_regwren  = exmem_regwren_reg;
    assign m_memren   = exmem_memren_reg;
    assign m_memwren  = exmem_memwren_reg;
    assign m_wbsel    = exmem_wbsel_reg;
    assign m_br_taken = exmem_br_taken_reg;
    logic [AWIDTH-1:0] memwb_pc_reg;                
    logic [DWIDTH-1:0] memwb_alu_res_reg;           
    logic [DWIDTH-1:0] memwb_mem_data_reg;          
    logic [4:0]        memwb_rd_reg;                
    logic              memwb_regwren_reg;           
    logic [1:0]        memwb_wbsel_reg;             
    logic              memwb_br_taken_reg;          
    always_ff @(posedge clk) begin
        if (reset) begin
            memwb_pc_reg       <= '0;
            memwb_alu_res_reg  <= '0;
            memwb_mem_data_reg <= '0;
            memwb_rd_reg       <= '0;
            memwb_regwren_reg  <= 1'b0;
            memwb_wbsel_reg    <= 2'b00;
            memwb_br_taken_reg <= 1'b0;
        end else if (memwb_wren) begin
            memwb_pc_reg       <= m_pc_i;
            memwb_alu_res_reg  <= m_alu_res_i;
            memwb_mem_data_reg <= m_mem_data;
            memwb_rd_reg       <= m_rd_i;
            memwb_regwren_reg  <= m_regwren_i;
            memwb_wbsel_reg    <= m_wbsel_i;
            memwb_br_taken_reg <= m_br_taken_i;
        end
    end
    assign w_pc       = memwb_pc_reg;
    assign w_alu_res  = memwb_alu_res_reg;
    assign w_mem_data = memwb_mem_data_reg;
    assign w_rd       = memwb_rd_reg;
    assign w_regwren  = memwb_regwren_reg;
    assign w_wbsel    = memwb_wbsel_reg;
    assign w_br_taken = memwb_br_taken_reg;
endmodule : pipeline_registers
```
==> flow_metrics.tcl <==
# collected from the flow reports
set metrics [dict create \
    cts_tree "done" \
    crit_buf_inv 1 \
    cp_max_fo 2 \
    drt_iter0_markers 726 \
    required_ps 3840 \
    layout_top_cell "clkdlybuf4s50_1" \
    outcome "finished clean" \
    finalClockSkew_ps 0 \
    syn_to_final_growth_pct 80.1 \
    fillers 17100 \
    max-vdd-ir-drop_mv 0.271 \
    tightest_slew_ps 751 \
    yosys_warnings 1 \
    finalHoldViolCount 0 \
    crit_chain "clkdlybuf4s50_1" \
    floorplan.core_util 0.104 \
    maxCapViolations 0 \
    io_pins 916 \
    post-route-util 0.188 \
    post_drt_wl_per_cell_um 20.3 \
    final_layout_top_logic_cells "clkdlybuf4s50_1 (908), dfxtp_1 (454), mux2i_1 (421)" \
    drive_gt1_frac 0.0523 \
    grt_usage 0.101 \
    dieWidth_um 419 \
    warnings 28 \
    dp_hpwl_um 74800 \
    clock_path_buffers 3 \
    fmax_ghz 0.373 \
    cts_hold_buf 0 \
    finalPower_mw 9.97 \
    slew_violations 0 \
    fin_crit_ps 2680 \
    yosys-stat-area_um2 16500 \
    r2r_slack_ps 3750 \
    antenna_left 0 \
    power_density_nw_per_um2 335 \
    rows 146 \
    numCtsBuffers 57 \
    routed_via_density 3.14 \
    drc 0 \
    hold_path_class "flip-flop to flip-flop" \
    worstSetupStartpointType "flip-flop" \
    cts_max_level 2 \
    cp.arrival_ps 1720 \
    cts_setup_buffers 0 \
    gr-total-overflow 0 \
    core-area_um2 158000 \
    numPortBuffers 915 \
    drtPass1Iterations 4 \
    numSynthFlops 454 \
    die_h_um 419 \
    drt_wl_total_um 92600 \
    end_kind "output port" \
    root_buffer "clkbuf_16" \
    clkSlewWorstSetupHoldPaths_ps 70 \
    cp_top_family "buffers and inverters" \
    clock_latency_ps 650 \
    relSlewSlack 0.499 \
    ys_seq_frac 0.550 \
    synthDistinctLibCells 18 \
    grt_start_max_net_pins 117 \
    cts_num_sinks 454 \
    fin_crit_sh 0.559 \
    syn_inst 1547 \
    rsz0062_at_grt "false" \
    antenna_found_initial 30 \
    slowest_stage "clkdlybuf4s50_1" \
    yosysCellCount 1547 \
    finalSetupTns_ps 0 \
    num_vias 14300 \
    critPathMaxStageDelay_ps 730 \
    cts.repair.resized 0 \
    leakage_nw 11.6 \
    grt_pass1_wl_um 122000 \
    avgSynthCellArea_um2 10.7 \
    syn_area_um2 16500 \
    fp.dieArea_um2 176000 \
    crit_type "flip-flop to output port" \
    grt_pass1_vias 14300 \
    finalWeightedCongestion 0.901 \
    setup_viol 0 \
]
-- cell type report --
cell class,instances,area [um2],share of cell area
inverter,1,3.75,0.000126
multi-input combinational,975,6750,0.227
sequential,454,9090,0.305
tap,2072,2590,0.0871
clock inverter,26,302,0.0101
clock buffer,81,1660,0.0556
antenna,15,37.5,0.00126
timing repair buffer,931,9340,0.314
-- path summary, 6_finish.rpt --
path                               end                  from  cells after the start
hold / removal    idex_rs1data_reg[17]  idex_rs1data_reg[17]                      2
hold reg to reg   idex_rs1data_reg[17]  idex_rs1data_reg[17]                      2
setup reg to reg        idex_pc_reg[1]        idex_pc_reg[1]                      2
setup / recovery          m_rs2data[0]  exmem_rs2data_reg[0]                      1
-- cell usage after synthesis --
cell type | number | share of area
a211oi_1 | 32 | 0.015
a21oi_1 | 36 | 0.011
buf_1 | 5 | 0.0011
buf_2 | 42 | 0.013
buf_4 | 16 | 0.0073
buf_6 | 18 | 0.012
clkbuf_1 | 34 | 0.0077
clkbuf_2 | 2 | 0.00061
clkinv_1 | 1 | 0.00023
dfxtp_1 | 454 | 0.55
mux2i_1 | 421 | 0.25
nor2_1 | 386 | 0.088
nor2b_1 | 32 | 0.012
o21ai_0 | 33 | 0.010
or2_1 | 1 | 0.00038
or2_2 | 1 | 0.00038
or3b_1 | 26 | 0.014
or3b_2 | 7 | 0.0037
-- routing by layer --
| metal | wire length [um] | GRT usage | vias up | share of wire |
|---|---|---|---|---|
| met5 | 13 | 0 | - | 0.00014 |
| met4 | 2190 | 0.0293 | 2 | 0.024 |
| met3 | 10100 | 0.0510 | 105 | 0.11 |
| met2 | 47000 | 0.170 | 486 | 0.51 |
| met1 | 33200 | 0.110 | 6703 | 0.36 |
| li1 | - | - | 7006 | - |
-- cell families after synthesis --
logic type / synth area share
AND-OR/OR-AND: 0.0354
AND/OR/NAND/NOR: 0.118
buffers and inverters: 0.0419
multiplexers: 0.255
flip-flops: 0.550
-- report_power, final --
group | switching (mW) | leakage, nW | internal (mW) | total, mW
logic | 0.531 | 6.87 | 0.865 | 1.40
clock network | 1.86 | 0.968 | 2.64 | 4.50
registers | 0.109 | 3.74 | 3.97 | 4.07
-- stage by stage --
stage / std cells / instance area [um2] / setup slack, ps / hold slack (ps)
3_5_place_dp: 4433 / 27800 / 1800 / 480
5_1_grt: 4554 / 29800 / 1990 / 509
2_1_floorplan: 1547 / 16500 / 2990 / 437
6_report: 4555 / 29800 / 2120 / 489
4_1_cts: 4540 / 29700 / 2000 / 495
3_3_place_gp: 4433 / 27800 / 1830 / 471
Power is estimated from default activity; no workload was simulated.
